<file path="/design/flow/design.v">
module db9_key_gate #(
	parameter [255:0] MASTER_ROOT = 256'h0
) (
	input              clk,
	input              cmd_db9,
	input        [5:0] byte_cnt,
	input       [15:0] io_din,
	output      [31:0] feature_mask,
	output             saturn_unlocked
);
	localparam [5:0] PAYLOAD_FIRST    = 6'd1;
	localparam [5:0] PAYLOAD_LAST     = 6'd16;
	localparam [5:0] TAG_FIRST        = 6'd17;
	localparam [5:0] TAG_LAST         = 6'd20;
	localparam       FEATURE_MASK_LSB = 192;
	reg [255:0] payload   = 0;
	reg  [63:0] tag_in    = 0;
	reg         start_sip = 0;
	always @(posedge clk) begin
		start_sip <= 1'b0;
		if (cmd_db9) begin
			if (byte_cnt >= PAYLOAD_FIRST && byte_cnt <= PAYLOAD_LAST)
				payload[(byte_cnt - PAYLOAD_FIRST) * 16 +: 16] <= io_din;
			else if (byte_cnt >= TAG_FIRST && byte_cnt <= TAG_LAST)
				tag_in[(byte_cnt - TAG_FIRST) * 16 +: 16] <= io_din;
			if (byte_cnt == TAG_LAST) start_sip <= 1'b1;
		end
	end
	wire [63:0] tag_expected;
	wire        sip_done;
	siphash24 u_sip (
		.clk   (clk),
		.start (start_sip),
		.key   (MASTER_ROOT[127:0]),
		.msg   (payload),
		.tag   (tag_expected),
		.done  (sip_done)
	);
	wire eq = ~|(tag_expected ^ tag_in);
	reg [31:0] feature_mask_r = 0;
	always @(posedge clk) begin
		if (sip_done)
			feature_mask_r <= eq ? payload[FEATURE_MASK_LSB +: 32] : 32'b0;
	end
	assign feature_mask    = feature_mask_r;
	assign saturn_unlocked = feature_mask_r[0];
endmodule
module siphash24 (
	input              clk,
	input              start,         
	input      [127:0] key,           
	input      [255:0] msg,           
	output reg  [63:0] tag = 0,       
	output reg         done = 0       
);
	reg [63:0] v0 = 0, v1 = 0, v2 = 0, v3 = 0;
	reg [2:0]  state       = 0;
	reg [2:0]  blk         = 0;   
	reg [1:0]  sip_left    = 0;   
	reg        sip_phase   = 0;   
	reg        in_finalize = 0;   
	reg [63:0] s_a1 = 0, s_b0 = 0, s_c0 = 0, s_d0 = 0;
	localparam ST_IDLE     = 3'd0;
	localparam ST_BLK_PRE  = 3'd1;   
	localparam ST_SIP      = 3'd2;   
	localparam ST_BLK_POST = 3'd3;   
	localparam ST_FIN_PRE  = 3'd4;   
	localparam ST_DONE     = 3'd5;
	wire [63:0] cur_blk =
		(blk == 3'd0) ? msg[ 63:  0] :
		(blk == 3'd1) ? msg[127: 64] :
		(blk == 3'd2) ? msg[191:128] :
		(blk == 3'd3) ? msg[255:192] :
		                {8'd32, 56'h0};
	wire [63:0] a0 = v0 + v1;
	wire [63:0] b0 = {v1[50:0], v1[63:51]} ^ a0;
	wire [63:0] a1 = {a0[31:0], a0[63:32]};
	wire [63:0] c0 = v2 + v3;
	wire [63:0] d0 = {v3[47:0], v3[63:48]} ^ c0;
	wire [63:0] a2 = s_a1 + s_d0;
	wire [63:0] d1 = {s_d0[42:0], s_d0[63:43]} ^ a2;
	wire [63:0] c1 = s_c0 + s_b0;
	wire [63:0] b1 = {s_b0[46:0], s_b0[63:47]} ^ c1;
	wire [63:0] c2 = {c1[31:0], c1[63:32]};
	always @(posedge clk) begin
		done <= 1'b0;   
		case (state)
			ST_IDLE: begin
				if (start) begin
					v0 <= key[ 63:  0] ^ 64'h736f6d6570736575;
					v1 <= key[127: 64] ^ 64'h646f72616e646f6d;
					v2 <= key[ 63:  0] ^ 64'h6c7967656e657261;
					v3 <= key[127: 64] ^ 64'h7465646279746573;
					blk   <= 3'd0;
					state <= ST_BLK_PRE;
				end
			end
			ST_BLK_PRE: begin
				v3          <= v3 ^ cur_blk;
				sip_left    <= 2'd1;              
				sip_phase   <= 1'b0;
				in_finalize <= 1'b0;
				state       <= ST_SIP;
			end
			ST_SIP: begin
				if (sip_phase == 1'b0) begin
					s_a1 <= a1; s_b0 <= b0; s_c0 <= c0; s_d0 <= d0;
					sip_phase <= 1'b1;
				end else begin
					v0 <= a2; v1 <= b1; v2 <= c2; v3 <= d1;
					sip_phase <= 1'b0;
					sip_left  <= sip_left - 2'd1;
					if (sip_left == 2'd0)
						state <= in_finalize ? ST_DONE : ST_BLK_POST;
				end
			end
			ST_BLK_POST: begin
				v0 <= v0 ^ cur_blk;
				if (blk == 3'd4) state <= ST_FIN_PRE;
				else begin blk <= blk + 3'd1; state <= ST_BLK_PRE; end
			end
			ST_FIN_PRE: begin
				v2          <= v2 ^ 64'hff;
				sip_left    <= 2'd3;              
				sip_phase   <= 1'b0;
				in_finalize <= 1'b1;
				state       <= ST_SIP;
			end
			ST_DONE: begin
				tag   <= v0 ^ v1 ^ v2 ^ v3;
				done  <= 1'b1;
				state <= ST_IDLE;
			end
			default: state <= ST_IDLE;
		endcase
	end
endmodule
</file>
<file path="/design/flow/run.sh">
#!/bin/bash
# OpenROAD 26Q1-2900-gdf79404cd8, Yosys 0.63+post, stock flow scripts
make -C /OpenROAD-flow-scripts/flow DESIGN_CONFIG=/design/flow/config.mk WORK_HOME=/design/flow/orfs finish
</file>
<file path="/design/flow/config.mk">
export PLATFORM = sky130hd
export DESIGN_NAME = db9_key_gate
export DESIGN_NICKNAME = db9_key_gate
export VERILOG_FILES = /design/flow/design.v
export SDC_FILE = /design/flow/constraint.sdc
export NUM_CORES = 4
export LEC_CHECK = 1
export CORE_UTILIZATION = 40
</file>
<file path="/design/flow/constraint.sdc">
current_design db9_key_gate

set clk_period 35.9
set clk_io_pct 0.2

create_clock -name clk0 -period $clk_period [get_ports {clk}]

set non_clock_inputs [all_inputs -no_clocks]
set_input_delay [expr $clk_period * $clk_io_pct] -clock clk0 $non_clock_inputs
set_output_delay [expr $clk_period * $clk_io_pct] -clock clk0 [all_outputs]
</file>
==> flow_summary.yaml <==
# yosys + openroad results
logic_synthesis:
  yosys-top-cells-area: "edfxtp_1 49%, mux2_2 6.3%, xnor2_1 6.2%, xor2_1 6.0%, ha_1 6.0%"
  netlist_area_mm2: 0.0577
  async_flop_share_pct: 0
  top_cell_area_share_pct: 48.8
  ys_types: 91
  synth_cells: 5150
  edf_count: 938
  ff_type: "edfxtp_1"
  yosysWarnings: 2
  numSynthFlops: 940
  syn_area_per_cell_um2: 11.2
  top_area_cell: "edfxtp_1"
  ys_seq_share_pct: 48.9
  ys_cells: 5150
  yosysChipArea_mm2: 0.0577
power_and_ir_drop:
  seqPwrFrac_pct: 27.0
  p_per_area_mw_per_mm2: 118
  power.leakage_nw: 22.8
  clockPowerShare_pct: 15.0
  switching_share_pct: 51.6
  power_frac_comb_pct: 58.0
  switching_power_mw: 3.94
  p_int_mw: 3.70
  peakVddDrop_uv: 57.2
final_layout:
  stdcell_area_mm2: 0.0648
  post-route-util_pct: 45.5
  drive_above_1_share_pct: 14.3
  areaGrowthSynthToFinish_pct: 12.3
  largest_register_ffs: 256
  largest-register: "payload"
  fillCellCount: 13015
timing:
  hold_viol_final: 0
  relSlewSlack_pct: 18.2
  holdWs_ns: 0.570
  tns_ns: 0
  worst_pin_slew_ns: 1.22
  skew_ns: 0.0982
  slew_violations: 0
  fin_crit_ns: 11.68
  finalSetupViolations: 0
  period_used_pct: 32.5
  max_freq_mhz: 85.6
  rsz0062_at_grt: "no"
setup_path:
  end_kind: "flip-flop"
  reg2reg_slack_ns: 30.52
  critical_path.endpoint: "payload[130]"
  start_kind: "input pin"
  reg2reg_depth: 13
  critPathLaunch: "byte_cnt[0]"
  cp.required_ns: 36.42
  critical_path_class: "input pin to flip-flop"
  r2r_end: "u_sip.s_b0[48]"
  worstPathArrival_ns: 12.20
  cp_max_fo: 16
  r2r-start: "u_sip.v1[0]"
cts:
  postCtsSetupBuffers: 0
  cts_tree: "done"
  hold_buffers: 0
  clockBufferDepth: 3
  clk_latency_ns: 0.77
  cts_sinks: 940
  htree_num_levels: 3
  clk_pin_slew_ns: 0.06
  cts_root_buf: "clkbuf_16"
  numCtsBuffers: 110
  post_cts_resize_count: 0
drt:
  antenna_left: 0
  firstDrtPassIters: 6
  first_iter_violations: 3667
  via_per_inst: 6.07
  wirelength_mm: 270
  wl_per_cell_um: 37.5
  dr_total_vias: 43721
  drc: 0
place:
  dp_hpwl_mm: 220
  place_area_mm2: 0.0611
  portBuffers: 56
  gp_congestion: 1.08
die:
  core-area_mm2: 0.142
  fp_util_pct: 40.5
  ios: 57
  dieArea_mm2: 0.146
  row_count: 138
  chipHeight_um: 382
  die_w_um: 382
global_route:
  grt_use_total_pct: 39.3
  met1_usage_pct: 49.1
  first_global_vias: 43252
  grt_first_pass_wirelength_mm: 364
  gr-total-overflow: 0
  grt_util_met2_pct: 55.6
  use_met3_pct: 19.8
  globalRoute.busiestLayer: "met2"
  antenna_found_initial: 21
  grt_start_max_net_pins: 117
job:
  maxCapViolCount: 0
  warnings: 35
status:
  status: "complete, no violations"
hold_path:
  min_path_type: "flip-flop to flip-flop"
[critical path: stages]
cell,delay [ns]
clkdlybuf4s50_1,0.64
nor4_1,0.60
a21oi_1,0.14
o22a_1,0.21
o22ai_1,0.47
nand2b_1,0.18
ha_1,0.33
nor4b_1,0.31
nand3_1,0.11
nor4_1,0.24
and3_1,0.39
nand3_1,0.22
nor2_2,0.75
mux2_2,0.41
[cells by family after synthesis]
logic type      Yosys count  share of synthesized area (%)
compound gates         1218                           13.5
xor+xnor                813                           12.7
simple gates           1184                           9.61
mux                     343                           6.65
buf+inv                 373                           2.56
flops                   940                           48.9
fa+ha+maj               279                           6.11
[cell usage after synthesis, types with 30 or more instances]
cell type,instances
o22ai_1,41
nand2_1,385
nand3_1,131
nor4_1,30
and2_1,45
mux2_2,321
a21oi_1,414
ha_1,275
nor2b_1,30
o211ai_1,60
nand4_1,72
clkbuf_1,254
o21ai_0,213
nor3_1,44
nor2_1,307
inv_1,76
a21o_1,132
edfxtp_1,938
a311oi_1,68
xnor2_1,405
o21bai_1,59
xor2_1,393
a31oi_1,45
[cell type report]
class                      count  area [um2]  area share, %
clock buffer                 125        2810           4.34
multi-input combinational   3837       28200           43.5
inverter                      76         285          0.441
clock inverter                81         858           1.33
tap                         1890        2360           3.65
sequential                   940       28200           43.6
antenna                       13        32.5         0.0502
timing repair buffer         246        2010           3.11
[metal layers]
metal	up-vias	part of all wire (%)
met3	535	13
met4	28	8.2
met5	-	0.13
met1	21785	36
li1	19307	-
met2	2066	43
[how the worst min path moves through the flow]
stage | start | endpoint | slack [ns] | cells past startpoint
5_1_grt | payload[52] | payload[52] | 0.59 | 1
4_1_cts | u_sip.sip_left[0] | u_sip.sip_left[0] | 0.56 | 1
6_report | u_sip.sip_left[0] | u_sip.sip_left[0] | 0.57 | 1
[power groups by stage]
| stage | sequential [mW] | combinational, mW | clock (mW) |
|---|---|---|---|
| after CTS | 2.05 | 4.31 | 1.16 |
| after global routing | 2.07 | 4.59 | 1.20 |
| final | 2.06 | 4.43 | 1.15 |
[stage by stage]
| step | total power, mW | setup WS [ns] | cells |
|---|---|---|---|
| CTS | 7.52 | 24.29 | 7195 |
| finish | 7.64 | 24.22 | 7208 |
| global placement | 6.39 | 23.15 | 6989 |
| global route | 7.86 | 23.83 | 7196 |
| floorplan | 4.16 | 21.19 | 5150 |
| detailed placement | 6.34 | 23.47 | 6989 |
[cell usage in the layout, fill, tap and decap left out, drive strengths merged, types with 27 or more instances in the layout]
master,Yosys,layout
nor2,312,312
nand4,72,72
clkbuf,255,125
o22ai,41,41
clkinv,0,53
and3,28,28
nor3,44,44
o211ai,61,61
ha,275,275
nand3,131,131
xnor2,405,405
and2,46,46
buf,42,190
xor2,393,393
a21oi,414,414
a31oi,45,45
nand2,388,388
clkdlybuf4s50,0,56
o21bai,59,59
nor2b,30,30
inv,76,82
a211oi,30,30
a311oi,68,68
nand2b,27,27
edfxtp,938,938
a21o,132,132
mux2,321,321
o21ai,221,221
nor4,30,30
Power and IR drop assume default switching activity.
